==> /design/flow/design.v <==
`timescale 1ns / 1ps
module ddr_arb(
    clk     ,
    rst_n   ,
    wr_en   ,
    wr_req  ,
    wr_done ,
    rd_en   ,
    rd_req  ,
    rd_done  
);
parameter   IDLE    =   4'b0001,
            ARB     =   4'b0010,
            WR      =   4'b0100,
            RD      =   4'b1000,
            STATE_W =   4; 
input                   clk             ;
input                   rst_n           ;
output                  wr_en           ;
input                   wr_req          ;
input                   wr_done         ;
output                  rd_en           ;
input                   rd_req          ;
input                   rd_done         ;
reg                     wr_en           ;
reg                     rd_en           ;
reg     [STATE_W-1:0]   state_c         ;
reg     [STATE_W-1:0]   state_n         ;
wire                    idl2arb_start   ;
wire                    arb2wr_start    ;
wire                    arb2rd_start    ;
wire                    wr2arb_start    ;
wire                    rd2arb_start    ;
reg                     wr_flag         ;
reg                     rd_flag         ;
always@(posedge clk or negedge rst_n)begin  
    if(!rst_n)begin   
        state_c <= IDLE;
    end 
    else begin
        state_c <= state_n; 
    end
end
always@(*)begin 
case(state_c)   
    IDLE: begin  
        if(idl2arb_start)begin 
            state_n = ARB;
        end
        else begin
            state_n = state_c; 
        end
    end
    ARB:begin
        if(arb2wr_start)begin
            state_n = WR;
        end
        else if(arb2rd_start)begin
            state_n = RD;
        end
        else begin
            state_n = state_c;
        end
    end
    WR:begin
        if(wr2arb_start)begin 
            state_n = ARB;
        end
        else begin
            state_n = state_c;
        end
    end
    RD:begin
        if(rd2arb_start)begin 
            state_n = ARB;
        end
        else begin
            state_n = state_c;
        end
    end
    default:begin
        state_n = IDLE;
    end 
    endcase
end
assign idl2arb_start= state_c == IDLE && 1      ;
assign arb2wr_start = state_c == ARB  && wr_req ;
assign arb2rd_start = state_c == ARB  && rd_req ;
assign wr2arb_start = state_c == WR   && wr_done;
assign rd2arb_start = state_c == RD   && rd_done;
always @(posedge clk or negedge rst_n)begin
    if(!rst_n)
        wr_flag <= 0;
    else if(state_c == ARB & wr_req)
        wr_flag <= 1;
    else if(state_c == WR)
        wr_flag <= 0;
end
always @(posedge clk or negedge rst_n)begin
    if(!rst_n)
        wr_en <= 0;
    else if(state_c == WR & wr_flag)
        wr_en <= 1;
    else
        wr_en <= 0;
end
always @(posedge clk or negedge rst_n)begin
    if(!rst_n)
        rd_flag <= 0;
    else if(state_c == ARB & rd_req)
        rd_flag <= 1;
    else if(state_c == RD)
        rd_flag <= 0;
end
always @(posedge clk or negedge rst_n)begin
    if(!rst_n)
        rd_en <= 0;
    else if(state_c == RD & rd_flag)
        rd_en <= 1;
    else
        rd_en <= 0;
end
endmodule
==> /design/flow/run.sh <==
#!/bin/bash
# OpenROAD 26Q1-2900-gdf79404cd8, Yosys 0.63+post, stock flow scripts
make -C /OpenROAD-flow-scripts/flow DESIGN_CONFIG=/design/flow/config.mk WORK_HOME=/design/flow/orfs finish
==> /design/flow/config.mk <==
export PLATFORM = sky130hd
export DESIGN_NAME = ddr_arb
export DESIGN_NICKNAME = ddr_arb
export VERILOG_FILES = /design/flow/design.v
export SDC_FILE = /design/flow/constraint.sdc
export NUM_CORES = 4
export LEC_CHECK = 1
export CORE_AREA = 10 10 70 70
export DIE_AREA = 0 0 80 80
==> /design/flow/constraint.sdc <==
current_design ddr_arb

set clk_period 1.7
set clk_io_pct 0.2

create_clock -name clk0 -period $clk_period [get_ports {clk}]

set non_clock_inputs [all_inputs -no_clocks]
set_input_delay [expr $clk_period * $clk_io_pct] -clock clk0 $non_clock_inputs
set_output_delay [expr $clk_period * $clk_io_pct] -clock clk0 [all_outputs]
==> PnR_summary.wiki <==
== Flow metrics ==
{| class="wikitable"
! Metric !! Value
|-
| Status || finished, final reports clean
|-
| Insertion delay to the later sink of the worst-skew pair || 0.25 ns
|-
| Mean post-synth cell area || roughly 12 um^2
|-
| Worst-case vdd ir drop || roughly 0.00014 V
|-
| Min-delay worst type || in -> async
|-
| Violation count after the first detailed-routing iteration || 0
|-
| Pin count of the biggest net entering global routing || 9
|-
| Delay contributed by the slowest stage of the critical path || between 0.4 and 0.5 ns
|-
| Buffer-and-inverter tally for the worst setup path || 1
|-
| Setup TNS || 0 ns
|-
| Antenna diode count || 0
|-
| Vias per cell || around 2.4
|-
| Number of pins with negative max-slew slack in the final report || 0
|-
| Wire length per cell after detailed routing || roughly 6.5 um
|-
| Post-synthesis cell type count || 13
|-
| Clock tree from TritonCTS || yes
|-
| Min cycle time layout || around 1.4 ns
|-
| Power density over the cells || roughly 970 nW/um^2
|-
| Overall die width || 80 um
|-
| Post-cts resize count || 0
|-
| Highest net fanout along the worst path || 1
|-
| Post-DP HPWL || roughly 400 um
|-
| FF-to-FF End || state_c[3]$_DFF_PN0_
|-
| Top-area cell type share of the netlist area || 0.6140
|-
| Critical path origin || rd_en$_DFF_PN0_
|-
| Critical-path top delay cell || clkdlybuf4s50_1
|-
| Number of maximum-capacitance constraint violations || 0
|-
| Final clock period utilization by the worst path || 0.7993
|-
| Root buffer selected by CTS || clkbuf_4
|-
| Syn Inst Count || 23
|-
| Placeable core region || roughly 3400 um^2
|-
| Number of global-route vias before repair || about 210
|-
| Number of logged tool warnings || 25
|-
| Count of vias placed by the detailed router || 193
|-
| Final count of negative-setup-slack endpoints || 0
|-
| Crit path DRT || about 1.4 ns
|-
| Drt drc || 0
|-
| Family with the most delay on the worst path || buffers and inverters
|-
| Flops out of synthesis || 8
|-
| End point of the critical path || rd_en
|-
| Synth area leaders || dfrtp_1, dfstp_2, a221oi_2, inv_1, o21ai_0
|-
| First-pass DRT Iterations || 1
|-
| Worst R2R Start || state_c[1]$_DFF_PN0_
|-
| Fin. Hold Viols || 0
|-
| Die area || 6400 um^2
|-
| Logic depth of the worst path, buffers included || 1
|-
| Combined global-route utilization of all metal layers || 0.01516
|-
| Number of placement rows || 21
|-
| Arrival time of the worst setup path || ~1 ns
|-
| Sequential fraction of the synthesis area || 0.7061
|-
| Type of element launching the critical path || flip-flop
|-
| List of cells traversed by the critical path || clkdlybuf4s50_1
|-
| Synthesized area || 285.3 um^2
|-
| Post-CTS Setup Repair Bufs || 0
|-
| Worst slack on hold paths || about 0.36 ns
|-
| Ys cells || 23
|-
| CTS sink count || 8
|-
| Clock Skews || between 0.008 and 0.009 ns
|-
| Chip area from the yosys synthesis statistics || 285.3 um^2
|-
| Worst-path clk slew || 0.06 ns
|-
| Area added between synthesis and finish || 53.95%
|-
| First-pass GRT wire length || 793 um
|-
| Buffers added on ports || 7
|-
| Count of boundary I/O pins || 8
|-
| CTS buffer count || 3
|-
| Number of cell instances on the worst register-to-register path || 2
|-
| Maximum achievable frequency || roughly 740 MHz
|-
| Area leader, netlist || dfrtp_1
|-
| Share of post-route cells with drive strength above 1 || 0.1471
|-
| Number of antenna violations at the first check in global routing || 0
|-
| RSZ-0062 raised after global routing || no
|-
| Static leakage || between 0.15 and 0.2 nW
|-
| Die Span Y || 80 um
|-
| CTS Hold Buffers Added || 0
|-
| Crit Path Class || reg -> out
|-
| Most common logic cells in the final layout || clkdlybuf4s50_1, dfrtp_1, inv_1, clkbuf_4, o21ai_0
|-
| Yosys warns || 1
|-
| Slack of the worst reg-to-reg path || 0.87 ns
|-
| Gp weighted congestion || between 0.6 and 0.7
|-
| FP Core Util || 0.08352
|-
| Total global routing overflow || 0
|-
| Power, Total || 0.4271 mW
|-
| Largest buffer count on any clock path || 2
|-
| Post-route core utilization || 0.1286
|-
| WL final || 516 um
|-
| Routed Antenna Nets || 0
|-
| Critical path endpoint category || output pin
|-
| Maximum level of the CTS H-tree || 1
|}
==> power by group <==
part / total, mW / internal (mW) / switching, mW
Sequential: 0.224 / 0.214 / 0.0104
Combinational: 0.0517 / 0.0324 / 0.0194
Clock: 0.151 / 0.0896 / 0.0619
Total: 0.427 / 0.335 / 0.0916
==> per-layer routing <==
metal,part of all wire,GRT usage,up-vias,wire (um)
met5,0,0,-,0
met3,0.21,0.01136,2,107
met1,0.39,0.01559,86,201
met2,0.38,0.02247,10,198
met4,0.019,0.007042,0,10
li1,-,-,95,-
==> area by class of cell <==
type,count,area [um^2]
Fill cell,398,2977
Sequential cell,8,201.4
Timing Repair Buffer,7,70.07
Multi-Input combinational cell,11,68.82
Tap cell,46,57.56
Clock buffer,4,26.28
Inverter,4,15.01
==> through the flow <==
stage	worst slack, ns	instance area [um^2]	std cells
5_1_grt	0.2914	439.2	80
3_5_place_dp	0.4440	412.9	76
4_1_cts	0.3181	439.2	80
3_3_place_gp	0.4614	412.9	76
6_report	0.3411	439.2	80
2_1_floorplan	0.9025	285.3	23
==> registers in the layout, summed over array words and instances, names as in the netlist <==
name,flops
state_c,4
rd_en,1
rd_flag,1
wr_en,1
wr_flag,1
==> cells in the mapped netlist, drive strengths merged <==
cell    count
conb        1
nor2        1
a221oi      1
o21ai       3
nand2b      1
a22o        1
dfrtp       7
inv         4
nand2       1
o22ai       1
and2        1
dfstp       1
==> cells by family (layout without fill, tap and decap cells) <==
logic type,Yosys count,after routing,synth area share
compound gates,6,6,0.1579
buf+inv,4,15,0.05262
flops,8,8,0.7062
other cells,1,1,0.01315
simple gates,4,4,0.07018
==> how the worst min path moves through the flow <==
stage                 startpoint              endpoint  slack (ns)
after CTS                  rst_n  state_c[3]$_DFF_PN0_        0.37
after global routing       rst_n  state_c[3]$_DFF_PN0_        0.39
final                      rst_n  state_c[3]$_DFF_PN0_        0.36
Power is estimated from default activity; no workload was simulated.
