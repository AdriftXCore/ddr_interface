--- design/flow/constraint.sdc ---
current_design ddr_wrapp

set clk_period 3.4
set clk_io_pct 0.2

create_clock -name clk0 -period $clk_period [get_ports {clk}]

set non_clock_inputs [all_inputs -no_clocks]
set_input_delay [expr $clk_period * $clk_io_pct] -clock clk0 $non_clock_inputs
set_output_delay [expr $clk_period * $clk_io_pct] -clock clk0 [all_outputs]
--- design/flow/config.mk ---
export PLATFORM = sky130hd
export DESIGN_NAME = ddr_wrapp
export DESIGN_NICKNAME = ddr_wrapp
export VERILOG_FILES = /design/flow/design.v
export SDC_FILE = /design/flow/constraint.sdc
export NUM_CORES = 4
export LEC_CHECK = 1
export CORE_AREA = 10 10 159 159
export DIE_AREA = 0 0 169 169
--- design/flow/design.v ---
module ddr_wrapp(
    clk         ,
    rst_n       ,
    en          ,
    bl          ,
    addr        ,
    dat_i       ,
    dat_req     ,
    done        ,
    busy        ,
    app_cmd     ,
    app_addr    ,
    app_en      ,
    app_wdf_data,
    app_wdf_end ,
    app_wdf_wren,
    app_rdy     ,
    app_wdf_rdy  
);
parameter   ADDR_W  =   28  ;
parameter   DATA_W  =   128 ;
parameter   BURST_L =   8   ;
parameter   BL_W    =   8   ;
parameter   STATE_W     =   2      ,
            IDLE        =   2'b01  ,
            WRANDADDR   =   2'b10  ;
input                   clk             ;
input                   rst_n           ;
input                   en              ;
input   [BL_W-1:0]      bl              ;
input   [ADDR_W-1:0]    addr            ;
input   [DATA_W-1:0]    dat_i           ;
output                  dat_req         ;
output                  done            ;
output                  busy            ;
output  [2:0]           app_cmd         ;
output  [ADDR_W-1:0]    app_addr        ;
output                  app_en          ;
output  [DATA_W-1:0]    app_wdf_data    ;
output                  app_wdf_end     ;
output                  app_wdf_wren    ;
input                   app_rdy         ;
input                   app_wdf_rdy     ;
reg     [2:0]           app_cmd         = 0;
wire    [ADDR_W-1:0]    app_addr        ;
wire                    app_en          ;
wire    [DATA_W-1:0]    app_wdf_data    ;
wire                    app_wdf_end     ;
wire                    app_wdf_wren    ;
wire                    dat_req         ;
reg                     done            ;
reg                     busy            ;
reg     [BL_W-2:0]      cnt_wr          ;
wire                    add_cnt_wr      ;
wire                    end_cnt_wr      ;
reg     [ADDR_W-1:0]    cnt_addr        ;
wire                    add_cnt_addr    ;
wire                    end_cnt_addr    ;
reg     [BL_W-2:0]      bl_reg          ;
reg     [STATE_W-1:0]   state_c             ;
reg     [STATE_W-1:0]   state_n             ;
wire                    idl2wrandaddr_start ;
wire                    wrandaddr2addr_start;
always@(posedge clk or negedge rst_n)begin  
    if(!rst_n)begin   
        state_c <= IDLE;
    end 
    else begin
        state_c <= state_n; 
    end
end
always@(*)begin 
case(state_c)   
    IDLE: begin  
        if(idl2wrandaddr_start)begin 
            state_n = WRANDADDR;
        end
        else begin
            state_n = state_c; 
        end
    end
    WRANDADDR:begin
        if(wrandaddr2addr_start)begin
            state_n = IDLE;
        end
        else begin
            state_n = state_c;
        end
    end
    default:begin
        state_n = IDLE;
    end 
    endcase
end
assign idl2wrandaddr_start  = state_c == IDLE && en;
assign wrandaddr2addr_start = state_c == WRANDADDR && end_cnt_wr;
always @(posedge clk)begin
    if(!rst_n)
        bl_reg <= 1;
    else if(state_c == IDLE & en & (bl >= 1))
        bl_reg <= bl;
end
always @(posedge clk or negedge rst_n)begin
    if(!rst_n)begin
        cnt_wr <= 0;
    end
    else if(add_cnt_wr)begin
        if(end_cnt_wr)
            cnt_wr <= 0;
        else
            cnt_wr <= cnt_wr + 1;
    end
end
assign add_cnt_wr = state_c == WRANDADDR & app_rdy & app_wdf_rdy;
assign end_cnt_wr = add_cnt_wr && cnt_wr == bl_reg - 1;
always @(posedge clk or negedge rst_n)begin
    if(!rst_n)begin
        cnt_addr <= 0;
    end
    else if(state_c == IDLE && en)begin
        cnt_addr <= addr;
    end
    else if(add_cnt_addr)begin
        if(end_cnt_addr)
            cnt_addr <= 0;
        else
            cnt_addr <= cnt_addr + BURST_L;
    end
end
assign add_cnt_addr = state_c == WRANDADDR & app_rdy & app_wdf_rdy;
assign end_cnt_addr = end_cnt_wr;
assign app_wdf_wren =   add_cnt_wr;
assign app_wdf_end  =   add_cnt_wr;
assign app_en       =   add_cnt_wr;
assign dat_req      =   add_cnt_wr;
assign app_addr     =   cnt_addr  ;
assign app_wdf_data =   dat_i     ;
always @(posedge clk or negedge rst_n)begin
    if(!rst_n)
        done <= 0;
    else if(end_cnt_wr)
        done <= 1;
    else
        done <= 0;
end
always @(posedge clk or negedge rst_n)begin
    if(!rst_n)
        busy <= 0;
    else if(state_c == IDLE & en)
        busy <= 1;
    else if(done)
        busy <= 0;
end
endmodule
--- design/flow/run.sh ---
#!/bin/bash
# OpenROAD 26Q1-2900-gdf79404cd8, Yosys 0.63+post, stock flow scripts
make -C /OpenROAD-flow-scripts/flow DESIGN_CONFIG=/design/flow/config.mk WORK_HOME=/design/flow/orfs finish
==> reports/highlights.md <==
* 0 — number of nets still failing antenna checks after routing
* 3590 µm² — Post-Syn Area
* 2586 — number of global-route vias before repair
* 1 — tally of yosys warning messages
* 3.32% — met3 track utilization from global routing
* 8.83% — met1 Use GR
* 8.36 mm — half-perimeter wire length after placement
* 3810 µm² — Final Cell Area
* sky130_fd_sc_hd__buf_4, sky130_fd_sc_hd__dfrtp_1, sky130_fd_sc_hd__nand2_1 — top area cells in the synthesized netlist
* 0 — residual DRC count
* 3680 µm² — cell area after placement
* 54 — count of standard-cell rows
* sky130_fd_sc_hd__dfrtp_1 — main flop type
* 74 — Port-buffer cells
* 2.08 ns — data arrival time of the worst path
* 6.35% — area overhead of the layout relative to synthesis
* 0 — number of enable-type register cells in the synthesized netlist
* 15.8 µm — average wire length per cell after detail routing
* 10.2% — met2 capacity usage during global routing
* 169 µm — Vert. Die Dim
* 3590 µm² — yosys stat chip area
* 15.7 mm — wire length of the first global-routing pass
* 0 — number of hold-slack violations in the final timing report
* 10.3 mm — Final Routed Wirelength
* 0 — count of endpoints failing setup in the final report
* 28600 µm² — chip area
* 2.72 ns — Data required, critical path
* sky130_fd_sc_hd__clkbuf_16 — library cell used as clock root buffer
* 3.84 — Avg Vias per Cell
* 21800 µm² — Core ar.
* in2out — Crit Path Class
* finished, final reports clean — run status
* 169 µm — horizontal die size
* 1 — initial antenna violation count
* 7.00% — total global routing track utilization
* 46 — register bit count reported by yosys
* 45 — number of distinct standard cells referenced by the synthesized netlist
* 0.457 ns — post-route worst hold slack
* 59.9% — headroom to the max-slew limit
* false — RSZ-0062 raised after global routing
* 0 ns — final total negative setup slack
* primary input — Critical Path Source Type
* 28 — number of flip-flops in the largest register
* 0.363 GHz — Fmax achieved
* 2 — Max H-tree Level
* built — clock tree from TritonCTS
* 0.29 ns — Insertion Delay late pin
* 17 — top fanout value on the critical path
* 0 — post-CTS setup buffer count
* 0 — Max-Cap Viols
* 8.40 µm² — average size of a mapped cell
* 427 — Post-Synthesis Cells
* 590 nW/µm² — P per Cell Area
* 334 — count of pins on the block boundary
* 0.83 ns — flop2flop setup slack
* sky130_fd_sc_hd__buf_4 — post-synth top area cell
* 84.8% — fraction of registers with async set or reset after synthesis
* 1380 µm² — Comb area
* 0 — number of diodes added for antenna fixing
* 158 — Iteration-0 DRC Markers
* 5 — clock buffers created by TritonCTS
* 0 — Slew Limit Fails
* 0 — hold buffers post-CTS
* 4 — number of search-and-repair iterations in the first detailed-routing pass
* 16.4% — Initial Utilization
* 1120 µm² — sequential cell area
* 0.06 ns — clock transition at the registers of the reported paths
* 2.76 ns — clock period minus worst slack
* 46 — CTS sink count
* reg2reg — HP Class
* 0.601 ns — transition time of the tightest slew-check pin
* output pin — critical path endpoint category
* 31.1% — sequential-to-total area share from yosys stat
* 28.0% — area share, top type
* met2 — GRT Max-Usage Layer
* 0.00342 ns — Worst Skew
* 427 — yosys stat cell total
* 2509 — via count
* 0.817 — weighted congestion reported at the end of routability-driven placement
* 201 µV — VDD IR-drop max
* 47 — maximum number of pins on one net before global-route repair
* 0 — grt ovf
* 25 — tool warnings
* 2430 — fill cell total of the finished layout
* 0 — total of cells resized after clock tree synthesis
* 6.95% — fraction of final layout cells sized beyond drive strength 1
* 2 — number of buffers on the longest clock path
* 17.5% — Finished Core Util
* 1.42 nW — leakage component of the power
* 81.0% — Period Utilization, post-route
[cell type report]
type	count	share of cell area (%)
Inverter	8	0.787
Multi-Input combinational cell	229	36.0
Sequential cell	46	29.3
Timing Repair Buffer	83	21.1
Tap cell	280	9.18
Clock inverter	2	0.262
Clock buffer	6	3.38
[power breakdown]
group | total (mW) | internal (mW) | leakage [nW] | switching (mW)
Sequential | 0.924 | 0.718 | 0.558 | 0.207
Combinational | 0.844 | 0.489 | 0.787 | 0.355
Clock | 0.482 | 0.270 | 0.0706 | 0.212
[cells in the final DEF, fill, tap and decap left out, types with 2 or more instances in the layout]
cell type / Yosys / routed
sky130_fd_sc_hd__nor2b_1: 2 / 2
sky130_fd_sc_hd__xnor2_1: 11 / 11
sky130_fd_sc_hd__buf_4: 134 / 9
sky130_fd_sc_hd__nand3_1: 13 / 13
sky130_fd_sc_hd__xor2_1: 18 / 18
sky130_fd_sc_hd__clkbuf_16: 0 / 5
sky130_fd_sc_hd__nor3_1: 6 / 6
sky130_fd_sc_hd__clkdlybuf4s50_1: 0 / 73
sky130_fd_sc_hd__nand2_1: 57 / 57
sky130_fd_sc_hd__and3_1: 9 / 9
sky130_fd_sc_hd__or4_1: 4 / 4
sky130_fd_sc_hd__conb_1: 1 / 3
sky130_fd_sc_hd__o21ai_0: 4 / 4
sky130_fd_sc_hd__nand4_1: 7 / 7
sky130_fd_sc_hd__o21ai_1: 7 / 7
sky130_fd_sc_hd__nor2_1: 16 / 16
sky130_fd_sc_hd__clkinv_2: 0 / 2
sky130_fd_sc_hd__a21oi_1: 9 / 9
sky130_fd_sc_hd__dfrtp_1: 38 / 38
sky130_fd_sc_hd__a211oi_1: 2 / 2
sky130_fd_sc_hd__o31ai_1: 22 / 22
sky130_fd_sc_hd__ha_1: 3 / 3
sky130_fd_sc_hd__nand2b_1: 3 / 3
sky130_fd_sc_hd__and2_1: 4 / 3
sky130_fd_sc_hd__a21o_1: 3 / 3
sky130_fd_sc_hd__a21boi_0: 6 / 6
sky130_fd_sc_hd__inv_1: 7 / 7
sky130_fd_sc_hd__dfxtp_1: 7 / 7
sky130_fd_sc_hd__or3_1: 5 / 5
[path summary, 6_finish.rpt]
kind / start / cells past startpoint / endpoint
max in group asynchronous: rst_n / 2 / cnt_addr[11]
worst max register to register: bl_reg[0] / 8 / cnt_addr[9]
worst max-delay path: app_wdf_rdy / 5 / app_en
worst min register to register: done / 1 / busy
worst min-delay path: done / 1 / busy
min in group asynchronous: rst_n / 2 / cnt_wr[6]
[cell usage after synthesis, types with 9 or more instances]
master                     instances
sky130_fd_sc_hd__a21oi_1           9
sky130_fd_sc_hd__xor2_1           18
sky130_fd_sc_hd__clkbuf_1          9
sky130_fd_sc_hd__nor2_1           16
sky130_fd_sc_hd__o31ai_1          22
sky130_fd_sc_hd__xnor2_1          11
sky130_fd_sc_hd__and3_1            9
sky130_fd_sc_hd__nand2_1          57
sky130_fd_sc_hd__dfrtp_1          38
sky130_fd_sc_hd__buf_4           134
sky130_fd_sc_hd__nand3_1          13
[metal layers]
| metal | routed length (µm) | share of wire (%) |
|---|---|---|
| met5 | 11 | 0.11 |
| met4 | 447 | 4.3 |
| met3 | 1030 | 10 |
| met2 | 4410 | 43 |
| met1 | 4420 | 43 |
[logic make-up after synthesis]
family | count (synthesis) | share of synthesized area (%)
multiplexers | 1 | 0.279
flip-flops | 46 | 31.1
adder cells (fa/ha/maj) | 3 | 1.05
buffers and inverters | 154 | 30.8
XOR/XNOR | 29 | 7.08
AND-OR/OR-AND | 60 | 11.2
AND/OR/NAND/NOR | 133 | 18.4
other | 1 | 0.105
[critical path: stages]
cell and delay (ns):
sky130_fd_sc_hd__clkdlybuf4s50_1 0.47, sky130_fd_sc_hd__nand3_2 0.11, sky130_fd_sc_hd__inv_2 0.08, sky130_fd_sc_hd__buf_4 0.22, sky130_fd_sc_hd__clkdlybuf4s50_1 0.51
[through the flow]
step           power, mW  setup slack [ns]  cells
2_1_floorplan       1.39              1.14    429
3_5_place_dp        1.80             0.496    646
5_1_grt             2.45             0.552    654
3_3_place_gp        1.80             0.531    646
4_1_cts             2.30             0.622    654
6_report            2.25             0.644    654
Power figures rest on the tool's default switching activity, not on a simulated workload.
