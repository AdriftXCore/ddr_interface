--- run.sh ---
#!/bin/bash
# OpenROAD 26Q1-2900-gdf79404cd8, Yosys 0.63+post, stock flow scripts
make -C /OpenROAD-flow-scripts/flow DESIGN_CONFIG=/design/flow/config.mk WORK_HOME=/design/flow/orfs finish
--- config.mk ---
export PLATFORM = sky130hd
export DESIGN_NAME = ddr_rdapp
export DESIGN_NICKNAME = ddr_rdapp
export VERILOG_FILES = /design/flow/design.v
export SDC_FILE = /design/flow/constraint.sdc
export NUM_CORES = 4
export LEC_CHECK = 1
export CORE_AREA = 10 10 221 221
export DIE_AREA = 0 0 231 231
--- constraint.sdc ---
current_design ddr_rdapp

set clk_period 10.5
set clk_io_pct 0.2

create_clock -name clk0 -period $clk_period [get_ports {clk}]

set non_clock_inputs [all_inputs -no_clocks]
set_input_delay [expr $clk_period * $clk_io_pct] -clock clk0 $non_clock_inputs
set_output_delay [expr $clk_period * $clk_io_pct] -clock clk0 [all_outputs]
--- design.v ---
`timescale 1ns / 1ps
module ddr_rdapp(
    clk                 ,
    rst_n               ,
    en                  ,
    bl                  ,
    addr                ,
    dat_o               ,
    nd                  ,
    done                ,
    busy                ,
    app_cmd             ,
    app_addr            ,
    app_en              ,
    app_rd_data         ,
    app_rd_data_end     ,
    app_rdy             ,
    app_rd_data_valid    
);
parameter   ADDR_W  =   28  ;
parameter   DATA_W  =   128 ;
parameter   BURST_L =   8   ;
parameter   BL_W    =   8   ;
parameter   STATE_W     =   2      ,
            IDLE        =   2'b01  ,
            ADDRANDRD   =   2'b10  ;
input                   clk                 ;
input                   rst_n               ;
input                   en                  ;
input   [BL_W-1:0]      bl                  ;
input   [ADDR_W-1:0]    addr                ;
output  [DATA_W-1:0]    dat_o               ;
output                  nd                  ;
output                  done                ;
output                  busy                ;
output  [2:0]           app_cmd             ;
output  [ADDR_W-1:0]    app_addr            ;
output                  app_en              ;
input   [DATA_W-1:0]    app_rd_data         ;
input                   app_rd_data_end     ;
input                   app_rdy             ;
input                   app_rd_data_valid   ;
reg     [2:0]           app_cmd             = 3'b001;
wire    [ADDR_W-1:0]    app_addr            ;
wire                    app_en              ;
reg     [DATA_W-1:0]    dat_o               ;
reg                     nd                  ;
reg                     busy                ;
reg                     done                ;
reg     [STATE_W-1:0]   state_c             ;
reg     [STATE_W-1:0]   state_n             ;
wire                    idl2addrandrd_start ;
wire                    addrandrd2rd_start  ;
reg     [BL_W-2:0]      bl_reg              ;
reg     [BL_W-1:0]      cnt_raddr           ;
wire                    add_cnt_raddr       ;
wire                    end_cnt_raddr       ;
reg     [ADDR_W-1:0]    cnt_addr            ;
wire                    add_cnt_addr        ;
wire                    end_cnt_addr        ;
reg     [BL_W-1:0]      cnt_rd              ;
wire                    add_cnt_rd          ;
wire                    end_cnt_rd          ;
always@(posedge clk or negedge rst_n)begin
    if(!rst_n)begin   
        state_c <= IDLE;
    end 
    else begin
        state_c <= state_n; 
    end
end
always@(*)begin 
case(state_c)   
    IDLE: begin  
        if(idl2addrandrd_start)begin 
            state_n = ADDRANDRD;
        end
        else begin
            state_n = state_c; 
        end
    end
    ADDRANDRD:begin
        if(addrandrd2rd_start)begin 
            state_n = IDLE;
        end
        else begin
            state_n = state_c;
        end
    end
    default:begin
        state_n = IDLE;
    end 
    endcase
end
assign idl2addrandrd_start   =   state_c == IDLE        && en         ;
assign addrandrd2rd_start    =   state_c == ADDRANDRD   && end_cnt_rd ;
always @(posedge clk or negedge rst_n)begin
    if(!rst_n)
        bl_reg <= 1;
    else if(state_c == IDLE & en & (bl >= 1))
        bl_reg <= bl;
end
always @(posedge clk or negedge rst_n)begin
    if(!rst_n)begin
        cnt_raddr <= 0;
    end
    else if(add_cnt_raddr)begin
        if(end_cnt_raddr)
            cnt_raddr <= 0;
        else
            cnt_raddr <= cnt_raddr + 1;
        end
end
assign add_cnt_raddr = (state_c == ADDRANDRD) & app_rdy;
assign end_cnt_raddr = add_cnt_raddr && cnt_raddr == bl_reg - 1 ;
always @(posedge clk or negedge rst_n)begin
    if(!rst_n)begin
        cnt_addr <= 0;
    end
    else if(state_c == IDLE && en)begin
        cnt_addr <= addr;
    end
    else if(add_cnt_addr)begin
        if(end_cnt_addr)
            cnt_addr <= 0;
        else
            cnt_addr <= cnt_addr + BURST_L;
    end
end
assign add_cnt_addr = (state_c == ADDRANDRD) & app_rdy;
assign end_cnt_addr = end_cnt_raddr;
always @(posedge clk or negedge rst_n)begin
    if(!rst_n)begin
        cnt_rd <= 0;
    end
    else if(add_cnt_rd)begin
        if(end_cnt_rd)
            cnt_rd <= 0;
        else
            cnt_rd <= cnt_rd + 1;
        end
end
assign add_cnt_rd = (state_c == ADDRANDRD) & app_rd_data_valid;
assign end_cnt_rd = add_cnt_rd && cnt_rd == bl_reg - 1 ;
assign app_addr     =   cnt_addr        ;
assign app_en       =   add_cnt_raddr   ;
always @(posedge clk or negedge rst_n)begin
    if(!rst_n)
        dat_o <= 0;
    else if((state_c == ADDRANDRD) & app_rd_data_valid)
        dat_o <= app_rd_data;
end
always @(posedge clk or negedge rst_n)begin
    if(!rst_n)
        nd <= 0;
    else if((state_c == ADDRANDRD) & app_rd_data_valid)
        nd <= 1;
    else
        nd <= 0;
end
always @(posedge clk or negedge rst_n)begin
    if(!rst_n)
        busy <= 0;
    else if(state_c == IDLE & en)
        busy <= 1;
    else if(done)
        busy <= 0;
end
always @(posedge clk)begin
    if(state_c == ADDRANDRD & end_cnt_rd)
        done <= 1;
    else
        done <= 0;
end
endmodule
==> flow_summary.json <==
{
  "outcome": "finished, final reports clean",
  "stdcell_area_mm2": 0.0127,
  "synth_area_mm2": 0.00815,
  "synth_top_cell_by_count": "nand2_1",
  "fmax_ghz": 0.163,
  "syn_to_final_growth_pct": 55.3,
  "maxCapViolCount": 0,
  "powerDensity_mw_per_mm2": 236,
  "wl_per_cell_um": 15.3,
  "rsz0062_at_grt": "no",
  "pin_count": 333,
  "critPathMaxFanout": 16,
  "place_area_mm2": 0.0120,
  "clk_latency_ns": 0.48,
  "yosys_cells": 928,
  "gp_congestion": 0.824,
  "maxSlewViolCount": 0,
  "final_antenna_net_count": 0,
  "grt_max_degree": 68,
  "grt-ovfl-total": 0,
  "ys_async_sr_fraction": 0.995,
  "slowest_delay_ns": 0.57,
  "relSlewSlack": 0.432,
  "drtPass1Iterations": 5,
  "cp-end-kind": "primary output",
  "routed-via-count": 7426,
  "placement.io_buffers": 328,
  "period_used_share": 0.583,
  "yosysTopAreaCellShare": 0.556,
  "period_minus_slack_ns": 6.12,
  "regMostFlops": "dat_o",
  "start_kind": "input pin",
  "antenna_found_initial": 1,
  "fp.coreArea_mm2": 0.0441,
  "place_hpwl_um": 20500,
  "tritoncts": "yes",
  "path_cells": "clkdlybuf4s50_1 -> nand2_1 -> inv_1 -> clkdlybuf4s50_1",
  "synthTopCellsByCount": "nand2_1 (430), dfrtp_1 (181), clkbuf_1 (41)",
  "yosysSeqAreaShare": 0.564,
  "drcViolationCount": 0,
  "ctsRootBufferMaster": "clkbuf_16",
  "synth_cell_types": 56,
  "rows": 77,
  "cts_setup_buffers": 0,
  "largest_register_ffs": 128,
  "vdd_drop_max_uv": 169,
  "setup_viol": 0,
  "grt_pass1_wl_um": 44200,
  "die_w_um": 231,
  "postCtsHoldBufs": 0,
  "fp-utilization": 0.185,
  "worst_ep_arrival_time_ns": 4.02,
  "track_usage": 0.105,
  "critPathRequiredTime_ns": 8.40,
  "postSynthAreaPerCell_um2": 8.79,
  "clk_pin_slew_worst_paths_ns": 0.07,
  "hold_path_class": "reg2reg",
  "numSynthFlops": 184,
  "reg_top3": "dat_o (128), cnt_addr (28)",
  "crit_path_top_delay_cell": "clkdlybuf4s50_1",
  "yosys_area_mm2": 0.00815,
  "synth-edff-count": 0,
  "vias_per_cell": 4.04,
  "wirelength_um": 28000,
  "ctsLongestPathBuffers": 2,
  "top_cells_by_area": "dfrtp_1 (56%), nand2_1 (20%), clkbuf_1 (1.9%)",
  "crit_type": "in2out",
  "max_slew.worst_pin.slew_ns": 0.844,
  "warnings": 26,
  "post_cts_resized": 0,
  "htreeDepth": 4,
  "fin_hold_ws_ns": 0.466,
  "yosysWarnings": 1,
  "syn-instance-count": 928,
  "die_h_um": 231,
  "critPathMostFrequentCell": "clkdlybuf4s50_1",
  "grt_pass1_vias": 7503,
  "report.final.hold_viol_count": 0,
  "ys.flop_type": "dfrtp_1",
  "die_area_mm2": 0.0534,
  "clock-sinks": 184,
  "top_area_cell": "dfrtp_1",
  "cts_buffers": 17,
  "timing.setup.tns_ns": 0,
  "power_leakage_nw": 5.68,
  "layout-drive-gt1-share": 0.0467,
  "drt_iter0_markers": 414,
  "clock_skew_ns": 0.0124
}
-- metrics by stage --
step / util / instances / setup WS (ns) / total power, mW
6_report: 0.287 / 1836 / 4.38 / 2.99
5_1_grt: 0.287 / 1835 / 4.28 / 3.23
4_1_cts: 0.287 / 1835 / 4.38 / 3.05
3_5_place_dp: 0.273 / 1806 / 4.40 / 2.31
3_3_place_gp: 0.273 / 1806 / 4.34 / 2.31
2_1_floorplan: - / 929 / 5.86 / 1.59
-- power breakdown --
part / internal (mW) / switching [mW]
logic: 0.659 / 0.442
clock network: 0.409 / 0.296
registers: 0.970 / 0.218
total: 2.04 / 0.955
-- worst max-delay path: cells and delay by family --
family	cells	cell delay (ns)
and+or+nand+nor	1	0.33
buffers and inverters	3	1.58
-- cells by family (layout without fill, tap and decap cells) --
| group | Yosys count | count (layout) | synth area share |
|---|---|---|---|
| simple gates | 558 | 558 | 0.285 |
| flops | 184 | 184 | 0.564 |
| compound gates | 76 | 76 | 0.0629 |
| buf+inv | 64 | 378 | 0.0335 |
| xor+xnor | 32 | 32 | 0.0361 |
| mux | 8 | 8 | 0.0106 |
| fa+ha+maj | 4 | 4 | 0.00614 |
| other cells | 2 | 4 | 0.000921 |
-- worst paths after layout --
check	startpoint	endpoint	slack [ns]	depth (start not counted)
worst min-delay path	done$_DFF_P_	busy$_DFFE_PN0P_	0.47	1
worst max-delay path	app_rdy	app_en	4.38	4
min in group asynchronous	rst_n	bl_reg[5]$_DFFE_PN0P_	1.54	1
worst min register to register	done$_DFF_P_	busy$_DFFE_PN0P_	0.47	1
max in group asynchronous	rst_n	dat_o[20]$_DFFE_PN0P_	7.32	3
worst max register to register	bl_reg[0]$_DFFE_PN1P_	cnt_rd[0]$_DFFE_PN0P_	7.52	9
-- metal layers --
| layer | track usage | routed length [µm] | vias to the layer above | part of all wire |
|---|---|---|---|---|
| met5 | 0 | 0 | - | 0 |
| met4 | 0.0121 | 386 | 0 | 0.014 |
| met3 | 0.0510 | 2920 | 26 | 0.10 |
| met2 | 0.158 | 12700 | 246 | 0.45 |
| met1 | 0.140 | 12000 | 3533 | 0.43 |
| li1 | - | - | 3621 | - |
-- area by class of cell --
| class | instances | area, µm² |
|---|---|---|
| diodes | 1 | 2.50 |
| clock buffers | 19 | 453 |
| clock inverters | 10 | 170 |
| fillers | 4638 | 31500 |
| inverters | 11 | 43.8 |
| multi-input cells | 681 | 3290 |
| flip-flops and latches | 184 | 4600 |
| well taps | 592 | 741 |
| repair buffers | 338 | 3360 |
-- cells in the final DEF (no fill, tap or decap), types with 2 or more instances in the layout --
cell type,netlist,routed
xnor2_1,17,17
buf_4,3,10
or4_1,6,6
o21ai_0,15,15
nor2_1,38,38
ha_1,4,4
o21ai_1,3,3
a221o_1,9,9
nand3_1,25,25
bufinv_16,0,4
mux2i_1,3,3
and4_1,2,2
conb_1,2,3
clkbuf_16,0,17
nand3b_1,2,2
mux2_2,5,5
and2_1,2,2
nor3b_2,2,2
or2_2,2,2
nand4_1,7,7
a31oi_1,6,6
o21a_1,2,2
o31ai_1,8,8
a211oi_1,2,2
inv_1,10,10
o211ai_1,6,6
dfstp_2,2,2
xor2_1,14,14
nor4_1,9,9
a21oi_1,16,16
clkdlybuf4s50_1,0,327
clkbuf_8,0,3
and3_1,7,7
or3_1,9,9
nor3_1,10,10
clkinv_4,0,2
nand2_1,430,429
dfrtp_1,181,181
Power figures rest on the tool's default switching activity, not on a simulated workload.
